### flow/design.v
`timescale 1ns / 1ps
module Full_Adder(
    output wire sum,
    output wire c_out,
    input wire a, 
    input wire b,
    input wire c_in
);
wire s1, c1, c2;
Half_Adder u1(.sum(s1), .c_out(c1), .a(a), .b(b) );
Half_Adder u2(.sum(sum), .c_out(c2), .a(s1), .b(c_in));
or (c_out, c2, c1);
endmodule
`timescale 1ns / 1ps
module Bit32_Adder(
    output wire [9:0]sum,
    output wire c_out,
    input wire [9:0] a,
    input wire [9:0] b,
    input wire c_in
    );
    wire c1, c2, c3, c4, c5, c6, c7, c8, c9, c10, c11;
    Full_Adder u1(.a(a[0]), .b(b[0]), .c_in(0), .sum(sum[0]), .c_out(c1) );
    Full_Adder u2(.a(a[1]), .b(b[1]), .c_in(c1), .sum(sum[1]), .c_out(c2) );
    Full_Adder u3(.a(a[2]), .b(b[2]), .c_in(c2), .sum(sum[2]), .c_out(c3) );
    Full_Adder u4(.a(a[3]), .b(b[3]), .c_in(c3), .sum(sum[3]), .c_out(c4) );
    Full_Adder u5(.a(a[4]), .b(b[4]), .c_in(c4), .sum(sum[4]), .c_out(c5) );
    Full_Adder u6(.a(a[5]), .b(b[5]), .c_in(c5), .sum(sum[5]), .c_out(c6) );
    Full_Adder u7(.a(a[6]), .b(b[6]), .c_in(c6), .sum(sum[6]), .c_out(c7) );
    Full_Adder u8(.a(a[7]), .b(b[7]), .c_in(c7), .sum(sum[7]), .c_out(c8) );
    Full_Adder u9(.a(a[8]), .b(b[8]), .c_in(c8), .sum(sum[8]), .c_out(c9) );
    Full_Adder u10(.a(a[9]), .b(b[9]), .c_in(c9), .sum(sum[9]), .c_out(c_out) );
endmodule
`timescale 1ns / 1ps
module Half_Adder(
    output wire sum,
    output wire c_out,
    input wire a, 
    input wire b
);
xor u1(sum, a, b);
and u2 (c_out, a, b);
endmodule
### flow/run.sh
#!/bin/bash
# OpenROAD 26Q1-2900-gdf79404cd8, Yosys 0.63+post, stock flow scripts
make -C /OpenROAD-flow-scripts/flow DESIGN_CONFIG=/design/flow/config.mk WORK_HOME=/design/flow/orfs finish
### flow/config.mk
export PLATFORM = sky130hd
export DESIGN_NAME = Bit32_Adder
export DESIGN_NICKNAME = Bit32_Adder
export VERILOG_FILES = /design/flow/design.v
export SDC_FILE = /design/flow/constraint.sdc
export NUM_CORES = 4
export LEC_CHECK = 1
export CORE_AREA = 10 10 70 70
export DIE_AREA = 0 0 80 80
export SYNTH_HDL_FRONTEND = slang
### flow/constraint.sdc
current_design Bit32_Adder

set clk_period 6.6
set clk_io_pct 0.2

create_clock -name clk0 -period $clk_period

set non_clock_inputs [all_inputs -no_clocks]
set_input_delay [expr $clk_period * $clk_io_pct] -clock clk0 $non_clock_inputs
set_output_delay [expr $clk_period * $clk_io_pct] -clock clk0 [all_outputs]
==> summary.rpt <==
FLOW METRICS REPORT
----------------------------------------------------
[Power]
  Leak pwr ........................ 0.218 nW
  PD cells ........................ 78.8 mW/mm2
  Worst ir drop on vdd ........................ 0.0211 mV
  Overall power ........................ 0.0460 mW

[STA]
  Worst Tran Pin Value ........................ 114 ps
  Hold Fails Final Rpt ........................ 0
  Worst slack on hold paths ........................ 3300 ps
  Tightest slew margin relative to the limit ........................ 0.924
  Endpoints failing setup ........................ 0
  Top achievable clock speed ........................ 0.155 GHz
  Post-route minimum period ........................ 6440 ps
  Setup repair after global routing missed its margin ........................ no
  Slew Viols, Final ........................ 0
  Share of the clock period used by the worst path ........................ 0.976
  Final TNS setup ........................ 0 ps

[GRT]
  Congestion Overflow GR ........................ 0
  Antenna violations before repair ........................ 0
  Maximum number of pins on one net before global-route repair ........................ 2
  Total track usage ........................ 0.0249
  Number of global-route vias before repair ........................ 273
  First-pass GRT wire length ........................ 1.28 mm

[Setup path]
  Maximum fanout count along the critical path ........................ 1
  Setup crit start kind ........................ input port
  Cell chain of the critical path ........................ dlygate4sd2_1 -> fa_2 -> fa_2 -> fa_2 -> fa_2 -> fa_2 -> fa_2 -> fa_2 -> fa_2 -> inv_2 -> fa_2 -> inv_1 -> buf_2
  Crit path capture type ........................ primary output
  Largest stage delay, worst path ........................ 420 ps
  Crit path max-delay cell type ........................ sky130_fd_sc_hd__fa_2
  Signal arrival time at the worst endpoint ........................ 5120 ps
  Crit path DRT ........................ 5280 ps
  Critical path's most frequent cell ........................ sky130_fd_sc_hd__fa_2
  Kind of critical path ........................ input port to primary output

[Floorplanning]
  Chip width ........................ 80 um
  Vertical extent of the die ........................ 80 um
  Share of the core filled by cells before placement ........................ 0.0839
  Overall chip area ........................ 0.00640 mm2
  Number of placed I/O pins ........................ 32
  Core footprint ........................ 0.00342 mm2
  Placement row count ........................ 21

[Synthesis]
  Post-synthesis average cell area ........................ 11.5 um2
  Yosys chip area ........................ 287 um2
  Cell count in the Yosys report ........................ 25
  Yosys warning count ........................ 0
  Part of the Yosys area used for sequential elements ........................ 0
  Count of distinct cell types in the synthesized netlist ........................ 4
  Synth Cell Area ........................ 287 um2
  Post-synthesis cell count ........................ 25

[Status]
  Result of the run ........................ finished, final reports clean

[Clocking]
  Post-CTS Setup Inserts ........................ 0
  Cts-stage hold buffer count ........................ 0

[Drt]
  Routed length on met1 ........................ 414 um
  Avg Vias per Cell ........................ 2.58
  Vias ........................ 237
  Total length of routed wires ........................ 895 um
  Count of nets left with antenna violations after detail routing ........................ 0
  1st-pass router iterations ........................ 2
  Number of diodes added for antenna fixing ........................ 0
  DRC marker count from the first detailed-route iteration ........................ 1
  Uppermost routed layer ........................ met3
  Met2 wire length ........................ 268 um
  DRC violation count after routing ........................ 0
  Met3 WL post-DR ........................ 213 um
  Routed length per placed instance ........................ 9.73 um

[Place]
  Buffers on Ports ........................ 31
  Area after detailed placement ........................ 579 um2
  DP HPWL ........................ 873 um
  Global placement routability congestion ........................ 0.802
  Inst Count DP ........................ 92

[Flow run]
  Tool warnings ........................ 33
  Number of violations of the max-capacitance limit ........................ 0

[Min path]
  HP Class ........................ input port to primary output

[Final layout]
  Area delta synth->final ........................ 104%
  Sequential standard cell area ........................ 0 um2
  Non-filler instance count after layout ........................ 92
  Share of final-layout standard cells stronger than drive strength 1 ........................ 0.304
  Post-route standard cell area excluding fillers ........................ 584 um2
  Clock buffer cells ........................ 0
  Number of sequential cells ........................ 0

----------------------------------------------------
-- timing repair --
action                                  CTS  global route
pin swaps                                10             3
resized                                  24             0
cloned                                    0             0
endpoints found under the setup margin    3             1
-- layout by cell type (no fill, tap or decap) --
cell type	n
sky130_fd_sc_hd__clkdlybuf4s50_1	24
sky130_fd_sc_hd__fa_2	9
sky130_fd_sc_hd__inv_1	4
sky130_fd_sc_hd__dlygate4sd2_1	4
sky130_fd_sc_hd__buf_2	3
sky130_fd_sc_hd__inv_2	1
sky130_fd_sc_hd__ha_2	1
-- cell usage after synthesis --
master,n,share of area
sky130_fd_sc_hd__ha_1,1,0.044
sky130_fd_sc_hd__inv_1,5,0.066
sky130_fd_sc_hd__buf_4,10,0.26
sky130_fd_sc_hd__fa_1,9,0.63
-- routing by layer --
layer	global-route usage	vias up
met4	0	0
met1	0.0366	101
met2	0.0297	33
li1	-	103
met5	0	-
met3	0.0182	0
-- metrics by stage --
stage,utilization,setup slack [ps]
finish,0.171,161
global route,0.171,4.52
CTS,0.171,36.3
detailed placement,0.170,-765
global placement,0.170,-753
floorplan,-,175
-- report_power, final --
group / leakage (nW) / total [mW] / internal (mW) / switching (mW)
Sequential: 0 / 0 / 0 / 0
Clock: 0 / 0 / 0 / 0
Combinational: 0.218 / 0.0460 / 0.0334 / 0.0127
-- critical path, delay by kind of cell --
family | cells | cell delay, ps
adder cells (fa/ha/maj) | 9 | 3330
buffers and inverters | 4 | 460
-- area by class of cell --
cell class         instances  area, um2
fillers                  398       2830
repair buffers            31        290
multi-input cells         10        218
well taps                 46       57.6
inverters                  5       18.8
-- cell families (layout without fill, tap and decap cells) --
| group | Yosys count | after routing | share of synthesized area |
|---|---|---|---|
| buf+inv | 15 | 36 | 0.328 |
| fa+ha+maj | 10 | 10 | 0.672 |
-- final timing paths --
| kind | slack, ps | end | cells past startpoint | from |
|---|---|---|---|---|
| min | 3300 | sum[0] | 3 | a[0] |
| max | 160 | sum[9] | 13 | a[1] |
No activity file was given, so power comes from the tool's default toggle rates.
